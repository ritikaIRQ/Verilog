==> design/flow/design.v <==
module pipo_register(input clk, rst,
                     input ld,
                     input [3:0] pin,
                     output reg [3:0] pout
                     );
                     always@(posedge clk) begin
                        if(rst) 
                            pout <= 4'b0000;
                        else if(ld) 
                            pout <= pin;
                        else
                            pout <= (pout << 1);
                     end
endmodule 
==> design/flow/run.sh <==
#!/bin/bash
# OpenROAD 26Q1-2900-gdf79404cd8, Yosys 0.63+post, stock flow scripts
make -C /OpenROAD-flow-scripts/flow DESIGN_CONFIG=/design/flow/config.mk WORK_HOME=/design/flow/orfs finish
==> design/flow/config.mk <==
export PLATFORM = sky130hd
export DESIGN_NAME = pipo_register
export DESIGN_NICKNAME = pipo_register
export VERILOG_FILES = /design/flow/design.v
export SDC_FILE = /design/flow/constraint.sdc
export NUM_CORES = 4
export LEC_CHECK = 1
export CORE_AREA = 10 10 70 70
export DIE_AREA = 0 0 80 80
==> design/flow/constraint.sdc <==
current_design pipo_register

set clk_period 1.0
set clk_io_pct 0.2

create_clock -name clk0 -period $clk_period [get_ports {clk}]

set non_clock_inputs [all_inputs -no_clocks]
set_input_delay [expr $clk_period * $clk_io_pct] -clock clk0 $non_clock_inputs
set_output_delay [expr $clk_period * $clk_io_pct] -clock clk0 [all_outputs]
==> results.toml <==
# generated from flow reports
[floorplanning]
die_w_um = 80
placement_rows = 21
floorplan.die.height_um = 80
fp.coreArea_um2 = 3416
floorplan.core_util_pct = 3.846
pin_count = 11
chipArea_um2 = 6400

[critical_path]
timing.critical_path.required_ps = 800
worst-endpoint-arrival_ps = 750
worstPathMaxFanout = 2
cpLargestDelayFamily = "flip-flops"
crit_path_kind = "reg -> out"
crit_path_start_kind = "register"
worstPathCellList = "clkdlybuf4s15_1"
critPathSlowestCell = "dfxtp_1"
r2r_cells = 2
cpPeakStageDelay_ps = 320
worstPathBufferInverterCount = 1
category_of_the_worst_setup_path_capture_point = "primary output"
path_depth = 1

[final_timing]
final.setup_skew_ps = 0.6874
final-max-slew-violation-count = 0
hold_ws_ps = 498.9
post-route-min-period_ps = 947.4
setup_viol = 0
post_layout_period_usage_of_the_worst_path_pct = 94.74
worst_slew_margin_relative_to_its_limit_pct = 86.12
timing_hold_violations_final = 0
max_slew.worst_pin.slew_ps = 207.6
unrepaired_setup_endpoints_after_global_routing = "no"
max_freq_mhz = 1055

[grt]
grt_util_all_layers_pct = 1.876
antenna_found_initial = 0
grt_first_pass_wirelength_um = 848
first_global_vias = 171
gr-total-overflow = 0
maximum_number_of_pins_on_one_net_before_global_route_repair = 5

[yosys]
synthDominantCellAreaShare_pct = 60.95
dominantRegCellSynth = "dfxtp_1"
synthDominantAreaCellType = "dfxtp_1"
synth.yosys.chip_area_um2 = 131.4
ys.flops = 4
post_synth_num_cell_types = 4
postSynthSeqShare_pct = 60.95
netlist_top_cells_area = "dfxtp_1 61%, mux2i_1 23%, nor2_1 8.6%"
ys_warnings = 1
ys_cells = 11
syn-instance-count = 11
postSynth.asyncResetShare_pct = 0
enable_flop_cells = 0
commonest_cells_in_the_netlist = "4 x dfxtp_1, 3 x mux2i_1, 3 x nor2_1"
synthMostInstantiatedCell = "dfxtp_1"
syn_area_per_cell_um2 = 11.94
synth_area_um2 = 131.4

[min_path]
min_path_type = "reg -> reg"
hold-path-cell-count = 2

[cts]
deepest_level_of_the_cts_h_tree = 1
cts_made_buffers = 3
cts_hold_repair.buffers = 0
cts.repair_timing.setup_buffer_count = 0
clock_sinks = 4
clkSlewWorstSetupHoldPaths_ps = 40
clock_insertion_delay_worst_skew_ps = 240
clock_tree_from_tritoncts = "done"
ctsRootBufferMaster = "clkbuf_4"
cts_buffer_depth = 2

[placed_design]
portBuffers = 10
dpl-instance-area_um2 = 296.5
globalplace.congestion = 0.7011

[power]
leakagePower_uw = 0.0001241
power-per-cell-area_nw_per_um2 = 1337
vdd.ir_drop.worst_mv = 0.2249

[detailed_routing]
routed_wire_length_per_instance_um = 7.634
dr.first_iter.drc_count = 3
dr_total_vias = 129
avgViaCountPerCell = 1.817
antennaDiodeCount = 0
drt_wl_total_um = 542
drc = 0
drt-pass1-iter-count = 2
route.antenna.remaining_nets = 0

[cells_and_area]
largest_register_ffs = 4
ff_latch_area_um2 = 83.83
stdcell_area_um2 = 322.8
drive_above_1_share_pct = 32.00
top_register = "pout"
top_regs = "pout (4)"
synthToLayoutAreaGrowth_pct = 145.7
fill_cells = 411
comb_area_um2 = 51.30

[run]
drv_cap = 0
openroad.warnings = 25

[run_status]
outcome = "finished, final reports clean"
## worst paths after layout
check | start | slack, ps | endpoint
setup / recovery | pout[1] | 50 | pout[1]
hold / removal | pout[2] | 500 | pout[3]
setup reg to reg | pout[0] | 380 | pout[1]
hold reg to reg | pout[2] | 500 | pout[3]
## stage by stage
step	total power (uW)	utilization [%]	setup WS (ps)	TNS (ps)	cells
2_1_floorplan	183.8	-	464.1	0	11
3_3_place_gp	232.5	8.681	-166.2	-511.8	68
3_5_place_dp	233.7	8.681	-182.8	-613.8	68
4_1_cts	443.0	9.304	7.764	0	71
5_1_grt	462.5	9.451	4.176	0	71
6_report	431.5	9.451	52.56	0	71
## where the power goes
part	leakage (uW)	internal, uW	switching [uW]
logic	0.0000763	40.4	14.1
clock network	0.0000138	134	69.0
registers	0.0000341	170	3.33
## cells by family (layout without fill, tap and decap cells)
kind of cell	Yosys count	count (layout)	synth area share, %
flops	4	4	60.95
simple gates	4	4	16.19
buf+inv	0	14	0
mux	3	3	22.86
## worst register-to-register path, stage by stage (launching register included)
cell     delay [ps]
dfxtp_2         310
mux2i_1         140
nor2_1           60
## final cells by class
| class | count | share of cell area, % |
|---|---|---|
| repair buffers | 11 | 33.33 |
| clock buffers | 3 | 6.977 |
| multi-input cells | 7 | 15.89 |
| well taps | 46 | 17.83 |
| flip-flops and latches | 4 | 25.97 |
## per-layer routing
layer / GRT usage, % / vias up / share of wire, %
met5: 0 / - / 0
met4: 0.5282 / 0 / 2.2
met3: 3.182 / 2 / 29
met2: 2.247 / 10 / 37
met1: 1.464 / 51 / 32
li1: - / 66 / -
## cell usage in the layout (no fill, tap or decap), drive strengths merged
| cell | synthesis | routed |
|---|---|---|
| clkdlybuf4s15 | 0 | 4 |
| nor2 | 3 | 3 |
| mux2i | 3 | 3 |
| buf | 0 | 1 |
| and3b | 1 | 1 |
| clkdlybuf4s50 | 0 | 6 |
| dfxtp | 4 | 4 |
| clkbuf | 0 | 3 |
## repair_timing
action / in CTS / in global routing
gates resized: 7 / 4
hold endpoints to repair: 0 / 0
setup endpoints to repair: 4 / 3
Power figures rest on the tool's default switching activity, not on a simulated workload.
