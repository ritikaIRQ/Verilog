==> flow/design.v <==
module piso_register(input clk, rst,
                     input ld,
                     input [3:0] pin,
                     output sout
                     );
                     reg [3:0] out;
                     always@(posedge clk) begin
                        if(rst)
                            out <= 4'b0000;
                        else if(ld)
                            out <= pin;
                        else 
                            out <= (out << 1);
                     end
                     assign sout = out[3];
endmodule
==> flow/run.sh <==
#!/bin/bash
# OpenROAD 26Q1-2900-gdf79404cd8, Yosys 0.63+post, stock flow scripts
make -C /OpenROAD-flow-scripts/flow DESIGN_CONFIG=/design/flow/config.mk WORK_HOME=/design/flow/orfs finish
==> flow/config.mk <==
export PLATFORM = sky130hd
export DESIGN_NAME = piso_register
export DESIGN_NICKNAME = piso_register
export VERILOG_FILES = /design/flow/design.v
export SDC_FILE = /design/flow/constraint.sdc
export NUM_CORES = 4
export LEC_CHECK = 1
export CORE_AREA = 10 10 70 70
export DIE_AREA = 0 0 80 80
==> flow/constraint.sdc <==
current_design piso_register

set clk_period 1.1
set clk_io_pct 0.2

create_clock -name clk0 -period $clk_period [get_ports {clk}]

set non_clock_inputs [all_inputs -no_clocks]
set_input_delay [expr $clk_period * $clk_io_pct] -clock clk0 $non_clock_inputs
set_output_delay [expr $clk_period * $clk_io_pct] -clock clk0 [all_outputs]
==> job_summary.md <==
## Implementation flow summary

| Metric | Value |
|---|---|
| Die height | `80 µm` |
| Setup slack of the most critical reg-to-reg path | `520 ps` |
| Kind of start point of the critical path | `primary input` |
| Area of the core | `0.00342 mm²` |
| Number of antenna violations at the first check in global routing | `0` |
| Largest register FFs | `4` |
| Global-route congestion overflow total | `0` |
| Reg2Reg Capture Point | `out[1]` |
| Tmin final | `963 ps` |
| Largest registers | `out: 4 flops` |
| Initial detailed-routing violation count | `3` |
| Power density over the cells | `1300 mW/mm²` |
| First-pass detailed-route iteration total | `2` |
| Tightest Pin Transition | `219 ps` |
| Post-route core utilization | `8.42%` |
| Instance tally after logic synthesis | `11` |
| Arrival time at the worst endpoint | `1080 ps` |
| CTS tree | `yes` |
| Async SR Flop Fraction | `0%` |
| Count of maximum capacitance violations | `0` |
| Switch Pwr | `69.5 µW` |
| Share of total power in the clock network | `47.5%` |
| Maximum number of pins on one net before global-route repair | `5` |
| Max-slew violations | `0` |
| Yosys top cell by instances | `sky130_fd_sc_hd__dfxtp_1` |
| Length in cells of the worst reg-to-reg path | `2` |
| Hold-critical path depth | `2` |
| Post-synthesis cell area | `131 µm²` |
| Worst Setup Slack, final | `137 ps` |
| Total clock buffers created by CTS | `3` |
| Final Hold Fails | `0` |
| Cell area reported after detailed placement | `267 µm²` |
| Vias per std cell | `1.59` |
| Kind of capture point of the worst setup path | `flop` |
| Number of global-route vias before repair | `131` |
| Internal power consumption | `305 µW` |
| Wire length after detailed routing | `429 µm` |
| Post-synth EDFFs | `0` |
| Hold buffer count at cts | `0` |
| Top cell area share | `61.0%` |
| Number of storage elements in the synthesis netlist | `4` |
| Part of the total power dissipated in sequential elements | `41.3%` |
| Number of levels the H-tree was split into | `1` |
| Buffers on Ports | `7` |
| Headroom to the max-slew limit | `85.4%` |
| Number of primary I/O pins | `8` |
| Horizontal die size | `80 µm` |
| Final weighted congestion in routability-driven placement | `0.715` |
| Sw Ratio | `18.5%` |
| Worst-skew pair later-pin latency | `230 ps` |
| Power consumption | `375 µW` |
| First-pass GRT wire length | `641 µm` |
| Launch instance of the worst min-delay path | `out[1]` |
| Total antenna diodes in the routed design | `0` |
| Via count | `108` |
| Final design instance area without fill | `288 µm²` |
| Global routing usage summed across all routing layers | `1.50%` |
| Fill count | `402` |
| Launch instance of the worst register-to-register path | `out[0]` |
| Clock skew after layout | `0.135 ps` |
| Setup tns final | `0 ps` |
| Antenna violation net count after detailed routing | `0` |
| Number of warning messages in the yosys log | `1` |
| Top cells by count, synth | `sky130_fd_sc_hd__dfxtp_1, sky130_fd_sc_hd__mux2i_1, sky130_fd_sc_hd__nor2_1, sky130_fd_sc_hd__and3b_2` |
| Setup violation total in the final timing report | `0` |
| Clock transition at the registers of the reported paths | `40 ps` |
| YS chip area | `131 µm²` |
| Part of the cycle the worst path needs | `87.5%` |
| Sequential cell area in the final layout | `80.1 µm²` |
| Stage-log warning count | `25` |
| Root buffer cell | `sky130_fd_sc_hd__clkbuf_4` |
| CTS sink cnt | `4` |
| Path type of the worst min-delay path | `flop to flop` |
| Clock tree buffer depth | `2` |
| Overall chip area | `0.00640 mm²` |
| Share of the core filled by cells before placement | `3.85%` |
| Top FF cell, synth | `sky130_fd_sc_hd__dfxtp_1` |
| Number of standard-cell rows in the floorplan | `21` |
| Yosys Instances | `11` |
| Cell variety after synth | `4` |
| Routed len/inst | `6.31 µm` |
| Leak | `0.000112 µW` |
| Fmax | `1040 MHz` |
| Logic pwr share | `11.2%` |
| Remaining DRCs | `0` |
| Critical path required time | `1220 ps` |
| Max IR drop VDD | `0.213 mV` |
| Post-place setup slack | `-98.1 ps` |
| End of the worst hold path | `out[2]` |
| Share of layout cells above drive strength 1 | `22.7%` |
| Outcome | `complete, no violations` |
| Footprint of the multi-input gates | `51.3 µm²` |
| Unrepaired setup endpoints after global routing | `no` |
| Mean instance size in the synthesized netlist | `11.9 µm²` |
| Post-synth seq share | `61.0%` |
| Critical-path maximum fanout | `4` |
| Register containing the most flip-flops in the final layout | `out` |
| Area growth syn-to-layout | `119%` |
| Cell types with the largest area share after synthesis | `sky130_fd_sc_hd__dfxtp_1, sky130_fd_sc_hd__mux2i_1, sky130_fd_sc_hd__nor2_1, sky130_fd_sc_hd__and3b_2` |
| Largest area contributor in the synthesized netlist | `sky130_fd_sc_hd__dfxtp_1` |
| Classification of the worst setup path | `primary input to flop` |
-- per-layer routing --
layer	part of all wire (%)	global-route usage [%]
met1	37	1.33
met2	32	1.44
met3	31	2.84
met4	0	0.352
met5	0	0
-- final cells by class --
type | instances | share of cell area (%)
sequential | 4 | 27.8
timing repair buffer | 8 | 26.5
multi-input combinational | 7 | 17.8
clock buffer | 3 | 7.83
tap | 46 | 20.0
-- repair_timing --
item / CTS / global route
setup buffers: 0 / 0
gates resized: 1 / 0
endpoints found under the setup margin: 1 / 0
-- worst max path at each step --
| stage | from | to | slack, ps | depth (start not counted) |
|---|---|---|---|---|
| 6_report | ld | out[1] | 140 | 3 |
| 4_1_cts | out[3] | sout | 120 | 1 |
| 5_1_grt | out[3] | sout | 90 | 1 |
-- stage by stage --
stage	hold slack, ps	instances
after floorplan	292	11
after global placement	447	65
after detailed placement	462	65
after CTS	472	68
after global routing	485	68
final	468	68
-- power by group through the flow --
stage	clock (µW)	sequential, µW	combinational [µW]
6_report	178	155	42.0
5_1_grt	203	155	46.1
4_1_cts	188	155	42.6
-- logic make-up (layout without fill, tap and decap cells) --
logic type | count (synthesis) | in the layout | share of synthesized area [%]
flip-flops | 4 | 4 | 61.0
buffers and inverters | 0 | 11 | 0
AND/OR/NAND/NOR | 4 | 4 | 16.2
multiplexers | 3 | 3 | 22.9
-- worst max-delay path: stages --
cell and delay [ps]:
sky130_fd_sc_hd__clkdlybuf4s50_1 580, sky130_fd_sc_hd__mux2i_1 220, sky130_fd_sc_hd__nor2_1 60
-- cells in the final DEF, fill, tap and decap left out, drive strengths merged --
master	count
nor2	3
clkbuf	3
mux2i	3
clkdlybuf4s50	6
dlygate4sd2	1
dfxtp	4
and3b	1
buf	1
Power figures rest on the tool's default switching activity, not on a simulated workload.
